File: design.v
`timescale 1ns / 1ps
module bad_ALU(input [31:0] a,
               input [31:0] b,
               input [3:0] aluop,
               output [31:0] result,
               output zero);
reg [31:0] slt;
reg [31:0] logicsel;
reg [31:0] alu_val;  
reg [31:0] diff;
wire ss0;  wire ss1; wire ss2; wire ss3;
assign {ss0,ss1,ss2,ss3} = aluop;  
always @ (*)
begin
  if (ss1 == 1)
    if (ss2 == 0 && ss3 == 0)
        logicsel = a & b;
    else if(ss2 == 0 && ss3 == 1)
        logicsel = a | b;
    else if(ss2 == 1 && ss3 == 1)
            logicsel = ~(a | b);
    else if(ss2 == 1 && ss3 == 0)
            logicsel = a ^ b;
    end
always @ (aluop, a, b)
    if (aluop == 4'b1010)
    begin
        diff = a - b;			 
        slt = {31'b0, diff[31]};
    end
always @ (*)
begin
    case (aluop)
        4'b0000 : alu_val = a + b;
        4'b0010 : alu_val = a - b;
        4'b1010 : alu_val = slt;
        default : alu_val = logicsel;
    endcase
end
assign result = alu_val;
assign zero   = (alu_val == 32'b0) ? 1 : 0;
endmodule
File: constraint.sdc
current_design bad_ALU

set clk_period 30.1
set clk_io_pct 0.2

create_clock -name clk0 -period $clk_period

set non_clock_inputs [all_inputs -no_clocks]
set_input_delay [expr $clk_period * $clk_io_pct] -clock clk0 $non_clock_inputs
set_output_delay [expr $clk_period * $clk_io_pct] -clock clk0 [all_outputs]
File: run.sh
#!/bin/bash
# OpenROAD 26Q1-2900-gdf79404cd8, Yosys 0.63+post, stock flow scripts
make -C /OpenROAD-flow-scripts/flow DESIGN_CONFIG=/design/flow/config.mk WORK_HOME=/design/flow/orfs finish
File: config.mk
export PLATFORM = sky130hd
export DESIGN_NAME = bad_ALU
export DESIGN_NICKNAME = bad_ALU
export VERILOG_FILES = /design/flow/design.v
export SDC_FILE = /design/flow/constraint.sdc
export NUM_CORES = 4
export LEC_CHECK = 1
export CORE_UTILIZATION = 40
==> summary.json <==
{
  "sta": {
    "worstMarginPinSlew_ns": 0.791,
    "post-route-period-util": 0.548,
    "timing.max_slew.rel_slack": 0.473,
    "setup_total_negative_slack_ns": 0,
    "max_freq_ghz": 0.0607,
    "unconstrained_endpoints": 33,
    "timing.final.max_slew_violations": 0,
    "finalCriticalPeriod_ns": 16.49,
    "unclocked_pins": 33,
    "setup_viol": 0,
    "grt_setup_unrepaired": "no",
    "layout_setup_ws_ns": 13.61,
    "report.final.hold_viol_count": 0
  },
  "setup_path": {
    "critical_path_data_arrival_time_ns": 10.47,
    "worst_path_max_delay_cell": "clkdlybuf4s50_1",
    "setup.worst_path.class": "input pin to output port",
    "required_ns": 24.08,
    "critical_path.max_stage_delay_ns": 0.51,
    "critical_path_maximum_fanout": 15,
    "crit_path_cell_trace": "clkdlybuf4s50_1 -> inv_1 -> ha_1 -> nor2b_1 -> o311a_1 -> a211oi_2 -> o211ai_1 -> a2111oi_2 -> o2111ai_1 -> a21oi_1 -> mux2_1 -> a211oi_1 -> o2111ai_1 -> nor2_1 -> clkdlybuf4s50_1",
    "setup.worst_path.start_class": "input pin",
    "cp-end-kind": "output port"
  },
  "placed_design": {
    "dpl.cell_count": 1225,
    "gpl.final_weighted_congestion": 0.963,
    "hpwlAfterDp_um": 15700,
    "port-buffer-count": 101,
    "postPlaceCellArea_um2": 7530,
    "dp_slack_ns": 13.65
  },
  "routing": {
    "final_antenna_net_count": 0,
    "drt-vias-per-instance": 5.58,
    "vias": 6836,
    "wire_per_inst_um": 16.3,
    "route.antenna.diode_count": 0,
    "drc": 0,
    "detail_route.first_pass.iterations": 5,
    "dr.first_iter.drc_count": 446,
    "drt-total-wl_um": 20000
  },
  "grt": {
    "globalRouteOverflowTotal": 0,
    "grt_start_max_net_pins": 100,
    "first_global_vias": 6222,
    "grt_pass1_wl_um": 32300,
    "initial_antenna_violation_count": 0,
    "track_usage": 0.246
  },
  "floorplan": {
    "io-pin-count": 101,
    "fp.dieH_um": 129,
    "core_region_area_um2": 15800,
    "rows": 46,
    "die-width_um": 129,
    "floorplanUtilization": 0.408,
    "chipArea_um2": 16600
  },
  "pwr": {
    "power.share.sequential": 0.048,
    "share_clk_of_total_power": 0,
    "p_sw_frac": 0.553,
    "max-vdd-ir-drop_uv": 7.52,
    "leak_pwr_nw": 3.37,
    "switching_power_mw": 0.0709,
    "cell_internal_pwr_mw": 0.0574,
    "power_density_nw_per_um2": 17.1,
    "logic_gate_share_of_total_power": 0.952
  },
  "final_layout": {
    "layout.cell_area.non_filler_um2": 7530,
    "filler_cell_count": 1634,
    "mostFrequentLayoutCells": "nand2_1, o21ai_0, ha_1, clkdlybuf4s50_1, inv_1",
    "fin_util": 0.475,
    "layout-drive-gt1-share": 0.0426,
    "synthToLayoutAreaGrowth_pct": 16.7,
    "final_cells": 1225,
    "top_cell_excl_fill_tap": "nand2_1"
  },
  "job": {
    "warnings": 99,
    "maxCapViolCount": 0
  },
  "synthesis": {
    "yosys_warnings": 1,
    "async_reset_ff_frac": 0,
    "syn_area_um2": 6450,
    "ys.flops": 33,
    "synthesis.instances": 954,
    "postSynthAreaPerCell_um2": 6.76,
    "enable_flop_cells": 0,
    "flop_cell": "dlxtn_1",
    "synth_cell_types": 82,
    "synth_stat.cells": 954,
    "top_post_synthesis_cells_by_area": "ha_1, o21ai_0, dlxtn_1",
    "post-synth-top-area-fraction": 0.192,
    "top_area_cell": "ha_1",
    "yosys.stat.chipArea_um2": 6450
  },
  "clock_network": {
    "post_cts_buffers": 0,
    "post_cts_hold_buffer_count": 0,
    "cts_resized": 0
  },
  "outcome": {
    "run_status": "completed"
  },
  "min_path": {
    "whs_path_depth": 4,
    "min-delay-path-class": "input pin to output port"
  }
}
-- cell usage after synthesis (4+ instances only) --
cell type,n
or2_2,7
dlxtn_1,33
a221o_1,4
nor3_1,20
a311oi_1,6
or3_1,4
nor4_1,8
o21ai_2,4
o21ai_1,5
a21boi_0,4
a211oi_1,7
buf_2,19
a21o_1,43
o2111ai_1,4
nand2b_1,39
nand2_1,100
nand3_1,19
o21bai_1,7
a21oi_1,57
o21a_1,5
nand4_1,11
o21ai_0,99
mux2i_1,8
nor2b_1,11
a211o_1,6
xnor2_1,23
inv_1,94
and3_1,4
o211ai_1,5
o31ai_1,14
buf_6,4
nor2_1,63
clkbuf_1,27
nor3b_1,4
xor2_1,6
a31oi_1,6
ha_1,99
-- per-layer routing --
| layer | vias up | GRT usage | share of wire |
|---|---|---|---|
| li1 | 3471 | - | - |
| met1 | 3120 | 0.369 | 0.49 |
| met2 | 229 | 0.397 | 0.44 |
| met3 | 16 | 0.0241 | 0.062 |
| met4 | 0 | 0.0256 | 0.0087 |
| met5 | - | 0 | 0 |
-- worst paths after layout --
kind	end	startpoint	slack [ns]
worst max-delay path	zero	a[5]	13.61
worst min-delay path	result[0]	aluop[2]	13.23
-- cell type report --
type,instances,area (um^2),area share
Sequential cell,33,495,0.0658
Timing Repair Buffer,110,1070,0.142
Multi-Input combinational cell,768,5320,0.707
Tap cell,216,270,0.0359
Inverter,98,368,0.0489
-- power groups by stage --
stage | Sequential [mW] | Combinational, mW | Clock (mW)
4_1_cts | 0.00619 | 0.121 | 0
5_1_grt | 0.00636 | 0.136 | 0
6_report | 0.00618 | 0.122 | 0
-- flip-flops by register name, summed over array words and instances (netlist names) --
register  flops
logicsel     32
slt           1
-- cell families (layout without fill, tap and decap cells) --
group	after synthesis	in the layout	synth area share
AOI/OAI and AO/OA	329	329	0.346
and+or+nand+nor	299	299	0.225
buffers and inverters	153	208	0.0985
adders and majority gates	101	101	0.198
latches	33	33	0.0768
xor gates and xnor gates	29	29	0.0394
muxes	10	10	0.0159
-- metrics by stage --
stage | hold slack (ns) | total power [mW]
after floorplan | 12.20 | 0.0873
after global placement | 13.25 | 0.128
after detailed placement | 13.22 | 0.127
after CTS | 13.23 | 0.128
after global routing | 13.29 | 0.142
final | 13.23 | 0.128
-- critical path, delay by kind of cell --
| family | cells | cell delay, ns |
|---|---|---|
| AND-OR/OR-AND | 8 | 2.21 |
| buffers and inverters | 3 | 1.04 |
| adder cells (fa/ha/maj) | 1 | 0.47 |
| AND/OR/NAND/NOR | 2 | 0.36 |
| multiplexers | 1 | 0.35 |
Power figures rest on the tool's default switching activity, not on a simulated workload.
