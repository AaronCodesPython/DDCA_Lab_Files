### flow/run.sh
#!/bin/bash
# OpenROAD 26Q1-2900-gdf79404cd8, Yosys 0.63+post, stock flow scripts
make -C /OpenROAD-flow-scripts/flow DESIGN_CONFIG=/design/flow/config.mk WORK_HOME=/design/flow/orfs finish
### flow/config.mk
export PLATFORM = sky130hd
export DESIGN_NAME = dimmer_fsm
export DESIGN_NICKNAME = dimmer_fsm
export VERILOG_FILES = /design/flow/design.v
export SDC_FILE = /design/flow/constraint.sdc
export NUM_CORES = 4
export LEC_CHECK = 1
export CORE_AREA = 10 10 103 103
export DIE_AREA = 0 0 113 113
### flow/constraint.sdc
current_design dimmer_fsm

set clk_period 3.9
set clk_io_pct 0.2

create_clock -name clk0 -period $clk_period [get_ports {clk}]

set non_clock_inputs [all_inputs -no_clocks]
set_input_delay [expr $clk_period * $clk_io_pct] -clock clk0 $non_clock_inputs
set_output_delay [expr $clk_period * $clk_io_pct] -clock clk0 [all_outputs]
### flow/design.v
`timescale 1ns / 1ps
module clk_div(input clk, input rst, output clk_en);
reg [22:0] clk_count;
always @ (posedge clk)
begin
 if (rst)
 clk_count <= 0;
 else
 clk_count <= clk_count + 1;
end
assign clk_en = &clk_count;
endmodule
`timescale 1ns / 1ps
module clk_dimmer #(parameter [1:0] FREQ = 2'b00) ( input clk , output clk_en);
reg [FREQ:0] clk_count;
always @ (posedge clk)
begin
 clk_count <= clk_count + 1;
end
assign clk_en = &clk_count;
endmodule
`timescale 1ns / 1ps
module dimmer_fsm(input clk, rst, right, left, output reg[5:0] lights);
    wire dividedClock, dimmed50, dimmed25;
    clk_div clock(clk, rst, dividedClock);
    clk_dimmer #(2'b00) clk50(clk, dimmed50);
    clk_dimmer #(2'b01) clk25(clk, dimmed25);
    reg [3:0] state, nextstate;
    always @(posedge dividedClock, posedge rst)
    begin
        if(rst) state <= 4'b0000; 
        else state <= nextstate;
    end
    always @(state)
    begin
        case(state)
        0: if(right) nextstate = 4'b0110;
        else if(left) nextstate = 4'b0001;
        else nextstate = 4'b0000;
        1: nextstate = 4'b0010;
        2: nextstate = 4'b0011;
        3: nextstate = 4'b0100;
        4: nextstate = 4'b0101;
        5: nextstate = 4'b0000;
        6: nextstate = 4'b0111;
        7: nextstate = 4'b1000;
        8: nextstate = 4'b1001;
        9: nextstate = 4'b1010;
        10: nextstate = 4'b0000;
        default: nextstate = 4'b0000;
        endcase
    end
    always @(*)
    begin
    case(state)
    0: lights = 6'b000000;
    1: begin
       lights[3] = dimmed25;
       end
    2: begin
       lights[3] = dimmed50;
       lights[4] = dimmed25;
       end
    3: begin
       lights[3] = 1;
       lights[4] = dimmed50;
       lights[5] = dimmed25;
       end
    4: begin
       lights[3] = 1;
       lights[4] = 1;
       lights[5] = dimmed50;
       end
    5: begin
       lights[3] = 1;
       lights[4] = 1;
       lights[5] = 1;
       end
    6: begin
       lights[2] = dimmed25;
       end
    7: begin
       lights[1] = dimmed25;
       lights[2] = dimmed50;
       end
    8: begin
       lights[0] = dimmed25;
       lights[1] = dimmed50;
       lights[2] = 1;
       end
    9: begin
       lights[0] = dimmed50;
       lights[1] = 1;
       lights[2] = 1;
       end
    10: begin
       lights[0] = 1;
       lights[1] = 1;
       lights[2] = 1;
       end
    default: lights = 6'b000000;
    endcase
    end
endmodule
==> qor.csv <==
metric;value;unit
holdBufCountCts;0;
met3_usage;1.282;%
edf_count;0;
cpPeakStageDelay;660;ps
die-height;113;um
p_leak;0.7612;nW
yosysMostFrequentCell;dfxtp_1;
fin_tns_setup;0;ps
min_from;clk25.clk_count[0]$_DFF_P_;
gr-total-overflow;0;
grt_max_degree;19;
worst-path-max-fanout;7;
holdPathEnd;clk25.clk_count[0]$_DFF_P_;
cts_tree;yes;
area_delta_synth_final;15.21;%
ir_drop;0.1858;mV
cts_root_buffer;clkbuf_8;
htree_num_levels;1;
tightest_slew;470.7;ps
ioPinCount;10;
synthAdderAreaFrac;1.498;%
cp-end-kind;flip-flop;
postSynthAreaPerCell;9.943;um^2
top_cell_area_share;31.16;%
worst-r2r-cell-count;5;
period_used_share;55.97;%
dieArea;0.01277;mm^2
ys_sh_mux;4.719;%
slew_violations;0;
ys_area;0.001670;mm^2
timing.rr.start;clock.clk_count[0]$_SDFF_PP0_;
untimed_endpoints;23;
crit_arrival;2350;ps
grt_pass1_wl;4291;um
met1_usage;5.581;%
min_period;2183;ps
dp_cells;279;
final-setup-viol-count;0;
slew-limit-headroom;68.52;%
nFillCells;877;
wl;2457;um
cp_top_family;simple AND/OR/NAND/NOR gates;
syn_area;0.001670;mm^2
yosys_warnings;4;
ys_sh_aoi;6.891;%
drtIter0Drc;11;
worstSkewPairLatency;260;ps
crit_path_top_delay_cell;or4_1;
die-width;113;um
rsz0062_at_grt;false;
yosys.area_share.simple;27.27;%
instances_no_fill;282;
antenna_found_initial;0;
synth_stat.cells;168;
topCellsByArea;dfxtp_1, dfrtp_1, dlxtn_1;
cp-start-kind;flip-flop;
cts_buffers;3;
path_cells;ha_1 > nand4_4 > or4_1 > nor3_1 > mux2_2;
gp_congestion;0.7559;
num_vias;1105;
r2r-end;clock.clk_count[18]$_SDFF_PP0_;
synthDistinctLibCells;34;
finalHoldViolations;0;
warnings;25;
powerDensity;225.9;mW/mm^2
cp_data_required_time;4060;ps
synthTopLogicFamily;simple AND/OR/NAND/NOR gates;
synth_cells;168;
cts_max_path_buffers;2;
viasPerCell;3.918;
num_rows;33;
critPathBufInv;0;
final_cell_area;0.001924;mm^2
layout-drive-gt1-share;10.73;%
crit_path_start;clock.clk_count[0]$_SDFF_PP0_;
firstDrtPassIters;4;
post_cts_buffers;0;
yosys.area.top_type;dfxtp_1;
common_cells;dfxtp_1, nor2_1, or3_1;
cts_resized;0;
postLayoutCoreUtil;23.19;%
path_clk_slew;90;ps
hpwlAfterDp;1891;um
clock.fmax;0.4582;GHz
drc;0;
numSynthFlops;43;
xor_share;4.195;%
unclocked_pins;17;
busiest_layer;met1;
fp_util;20.13;%
placed_area;0.001883;mm^2
worst-r2r-setup-slack;1720;ps
crit_type;reg2reg;
ff_type;dfxtp_1;
skew;6.866;ps
io_buffer_count;9;
grt_use_met2;5.530;%
core-area;0.008299;mm^2
track_usage;3.766;%
wl_per_cell;8.713;um
maxCapViolCount;0;
status;finished clean;
diodes;0;
holdPathStages;1;
ant_nets;0;
async_flop_share;25.58;%
grt_pass1_vias;983;
hold_path.class;reg2reg;
-- layout by cell type (no fill, tap or decap) --
master	n
nand4_4	1
a22oi_1	1
clkdlybuf4s50_1	9
a211oi_1	1
mux2_2	7
dfrtp_1	10
or3_2	2
nor3b_1	2
buf_4	1
nand3_1	9
nor2_1	18
nor2b_1	8
nand2_1	10
or2_2	2
clkbuf_8	3
a221o_1	4
ha_1	2
o21ai_0	6
and3_1	2
a21oi_1	6
inv_1	6
nor3_1	5
xnor2_1	6
or4_1	1
nor4_4	1
nor3_2	1
dlxtn_1	6
and2_1	2
xor2_1	2
dfstp_2	1
dfxtp_1	26
or3_1	11
and3b_1	1
nand4_1	4
-- cell type report --
cell class                 instances  area (um^2)  share of cell area [%]
clock buffer                       3        41.29                   2.146
timing repair buffer              10        97.59                   5.072
inverter                           6        22.52                   1.170
tap                              105        131.4                   6.827
multi-input combinational        115        744.5                   38.69
sequential                        43        887.1                   46.10
-- stage by stage --
step           setup slack [ps]  hold WS (ps)  total power, mW
6_report                   1717         385.8           0.4347
4_1_cts                    1717         392.5           0.4420
2_1_floorplan              1872         357.0           0.2877
3_3_place_gp               1610         364.3           0.2940
5_1_grt                    1536         411.7           0.4556
3_5_place_dp               1584         370.4           0.2943
-- worst register-to-register path, delay by kind of cell (launching register included) --
family        cells  cell delay, ps
flops             1             390
simple gates      3            1060
fa+ha+maj         1             280
mux               1             350
-- how the worst max path moves through the flow --
stage / cells after the start / slack [ps] / to
after CTS: 5 / 1720 / clock.clk_count[18]$_SDFF_PP0_
after global routing: 5 / 1540 / clock.clk_count[18]$_SDFF_PP0_
final: 5 / 1720 / clock.clk_count[18]$_SDFF_PP0_
-- state kept, by name, summed over array words and instances, names as in the netlist --
| register | count |
|---|---|
| state | 11 |
| lights | 6 |
| clock.clk_count | 23 |
| clk50.clk_count | 1 |
| clk25.clk_count | 2 |
-- logic make-up (layout without fill, tap and decap cells) --
family          after synthesis  in the layout
buf+inv                      10             19
xor+xnor                      8              8
fa+ha+maj                     2              2
mux                           7              7
compound gates               18             18
latches                       6              6
flops                        37             37
simple gates                 80             80
-- layer usage --
| layer | share of wire, % | routed length (um) | vias up |
|---|---|---|---|
| met1 | 54 | 1325 | 488 |
| li1 | - | - | 604 |
| met4 | 0 | 0 | 0 |
| met5 | 0 | 0 | - |
| met2 | 40 | 994 | 13 |
| met3 | 5.6 | 137 | 0 |
-- report_power, final --
group	switching (mW)	internal, mW
registers	0.00324	0.268
clock network	0.0780	0.0691
logic	0.00984	0.00678
total	0.0910	0.344
Power is estimated from default activity; no workload was simulated.
